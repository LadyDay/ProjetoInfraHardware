==> ./design.v <==
module MUX_CINCO_IN (
	input[31:0] prm_entrada,
	input[31:0] seg_entrada,
	input[31:0] ter_entrada,
	input[31:0] qrt_entrada,
	input[31:0] qui_entrada,
	input[2:0] controle,
	output[31:0] saida
);
always_comb 
begin
	case(controle)
		3'b000: saida = prm_entrada;
		3'b001: saida = seg_entrada;
		3'b010: saida = ter_entrada;
		3'b011: saida = qrt_entrada;
		3'b100: saida = qui_entrada;
		default:saida = prm_entrada;
	endcase
end
endmodule: MUX_CINCO_IN 
==> ./run.sh <==
#!/bin/bash
# OpenROAD 26Q1-2900-gdf79404cd8, Yosys 0.63+post, stock flow scripts
make -C /OpenROAD-flow-scripts/flow DESIGN_CONFIG=/design/flow/config.mk WORK_HOME=/design/flow/orfs finish
==> ./config.mk <==
export PLATFORM = sky130hd
export DESIGN_NAME = MUX_CINCO_IN
export DESIGN_NICKNAME = MUX_CINCO_IN
export VERILOG_FILES = /design/flow/design.v
export SDC_FILE = /design/flow/constraint.sdc
export NUM_CORES = 4
export LEC_CHECK = 1
export CORE_AREA = 10 10 90 90
export DIE_AREA = 0 0 100 100
==> ./constraint.sdc <==
current_design MUX_CINCO_IN

set clk_period 7.4
set clk_io_pct 0.2

create_clock -name clk0 -period $clk_period

set non_clock_inputs [all_inputs -no_clocks]
set_input_delay [expr $clk_period * $clk_io_pct] -clock clk0 $non_clock_inputs
set_output_delay [expr $clk_period * $clk_io_pct] -clock clk0 [all_outputs]
==> Changelog: implementation <==
## Flow update

* Final ANT Viol Nets at 0
* Placeable Area at roughly 6300 sq um
* Antenna Cells at 0
* Critical Path Source: controle[1]
* DR vias/cell at 5.23
* Cycle use final at 0.768
* Syn Inst Count at about 230
* HPWL Detailed at roughly 8400 um
* CP max FO at about 40
* Core Rows at 29
* Vias in the first global route at between 2000 and 3000
* Largest stage delay, worst path at about 630 ps
* Worst path top cell family by delay: buffers and inverters
* Yosys cell count at 231
* Routed vias at between 2000 and 2500
* Crit path buffers/inverters at 4
* Hold_buf cts at 0
* Worst setup SP type: input pin
* Pin count of the biggest net entering global routing at 69
* FF+latch count at 0
* Slew Viols, Final at 0
* First-pass GRT wire length at 15400 um
* Cell area after synthesis at 1690 sq um
* Leak at between 1 and 1.5 nW
* Log Warnings at 33
* Post-CTS Setup Bufs at 0
* RSZ-0062 raised after global routing: no
* MaxCap Viol Count at 0
* Max-slew headroom at the worst pin at 0.477
* Syn. warnings at 7
* Total congestion overflow at 0
* Most frequent CP cell: buf_4
* Top-Level Pins at 195
* Least-Margin Pin Slew at around 780 ps
* Sequential area share after synthesis at 0
* Drt pass-1 iters at 4
* Crit path DRT at slightly below 6000 ps
* Worst VDD drop at 0.0000583 V
* Area growth, synth to finish at 110%
* Gr usage total at 0.193
* Top cell area share at 0.284
* Setup violators final at 0
* Flop area at 0 sq um
* Mapped Avg Cell Area at ~7.3 sq um
* Critical Path Slowest Stage Cell: nor2_2
* # resized after CTS at 0
* Yosys top cell by area: nand3b_1
* WP data arrival at roughly 4200 ps
* Status: finished clean
* Main area contributors: nand3b_1, a221o_1, o22a_1
* HP Start: prm_entrada[23]
* Clock buf count at 0
* WL per Instance at about 22 um
* Worst Hold Class: in -> out
* Cell Pwr Density at between 60 and 70 nW/um^2
* YS chip area at ~1700 sq um
* Die X at approximately 100 um
* Fill count at between 500 and 600
* # port buffers at about 200
* Iter 0 DRT Violations at ~160
* RePlAce Congestion at between 0.8 and 0.9
* Final wirelength at 10600 um
* Fin util at 0.567
* Final Hold Viols at 0
* Chip area at around 10000 sq um
* Fp_density at 0.270
* Tmin final at approximately 5700 ps
* Crit-path cells: buf_2 -> buf_4 -> nor3_1 -> nor2_2 -> buf_4 -> o22a_1 -> clkdlybuf4s50_1
* CP endpoint kind: primary output
* Die y size at approximately 100 um
* Layout cells sized above 1 at 0.0302
* Peak Freq at 176 MHz
* CP Class: in -> out
* Initial antenna violation count at 0
* Final routed DRC violation total at 0
* Distinct lib cells used at 15
* Setup_tns at 0 ps
==> through the flow <==
| stage | hold WS, ps | setup slack (ps) | instance area [sq um] | total power [mW] | instances |
|---|---|---|---|---|---|
| after detailed placement | 3930 | 1710 | 3560 | 0.219 | 475 |
| after global routing | 3970 | 1530 | 3560 | 0.235 | 475 |
| after CTS | 3930 | 1710 | 3560 | 0.221 | 475 |
| after global placement | 3930 | 1760 | 3560 | 0.219 | 475 |
| after floorplan | 3030 | 3600 | 1690 | 0.0803 | 231 |
| final | 3920 | 1710 | 3560 | 0.219 | 475 |
==> power by group <==
group	switching, mW	total [mW]	internal, mW	leakage [nW]
sequential	0	0	0	0
clock	0	0	0	0
combinational	0.0677	0.219	0.152	1.22
total	0.0677	0.219	0.152	1.22
==> cells in the mapped netlist <==
library cell,instances
nand3b_1,64
a21oi_1,32
a221o_1,32
o22a_1,32
nand2b_1,30
clkbuf_1,13
buf_2,9
buf_6,8
buf_4,4
or2b_1,2
and2_1,1
nor2_1,1
nor2_2,1
nor3_1,1
o21a_4,1
==> worst paths after layout <==
path                  cells past startpoint  slack, ps   endpoint
worst max-delay path                      7       1710  saida[30]
worst min-delay path                      3       3920  saida[23]
==> cell usage in the layout (no fill, tap or decap), drive strengths merged <==
master	count
o21a	1
buf	9
nand2b	30
clkdlybuf4s50	192
and2	1
nor2	2
or2b	2
o22a	32
nor3	1
nand3b	64
a221o	32
a21oi	32
==> per-layer routing <==
layer  GRT usage  share of wire  up-vias
met5           0              0        -
met4      0.0217          0.014        0
met3      0.0382          0.071        8
met2       0.342           0.51       83
met1       0.242           0.41     1138
li1            -              -     1254
==> kinds of logic (layout without fill, tap and decap cells) <==
family / count (synthesis) / after routing / synth area share
and+or+nand+nor: 100 / 100 / 0.416
AOI/OAI and AO/OA: 97 / 97 / 0.458
buffers and inverters: 34 / 201 / 0.126
==> layout make-up <==
class / count / area (sq um) / share of cell area
Timing Repair Buffer: 201 / 1980 / 0.557
Tap cell: 77 / 96.3 / 0.0271
Multi-Input combinational cell: 197 / 1480 / 0.416
Power is estimated from default activity; no workload was simulated.
