==> ./design.v <==
module MUX_QUATRO_IN (
	input[31:0] prm_entrada,
	input[31:0] seg_entrada,
	input[31:0] ter_entrada,
	input[31:0] qrt_entrada,
	input[1:0] controle,
	output[31:0] saida
);
always_comb 
begin
	case(controle)
		2'b00: saida = prm_entrada;
		2'b01: saida = seg_entrada;
		2'b10: saida = ter_entrada;
		2'b11: saida = qrt_entrada;
	endcase
end
endmodule: MUX_QUATRO_IN 
==> ./run.sh <==
#!/bin/bash
# OpenROAD 26Q1-2900-gdf79404cd8, Yosys 0.63+post, stock flow scripts
make -C /OpenROAD-flow-scripts/flow DESIGN_CONFIG=/design/flow/config.mk WORK_HOME=/design/flow/orfs finish
==> ./config.mk <==
export PLATFORM = sky130hd
export DESIGN_NAME = MUX_QUATRO_IN
export DESIGN_NICKNAME = MUX_QUATRO_IN
export VERILOG_FILES = /design/flow/design.v
export SDC_FILE = /design/flow/constraint.sdc
export NUM_CORES = 4
export LEC_CHECK = 1
export CORE_AREA = 10 10 84 84
export DIE_AREA = 0 0 94 94
==> ./constraint.sdc <==
current_design MUX_QUATRO_IN

set clk_period 1.5
set clk_io_pct 0.2

create_clock -name clk0 -period $clk_period

set non_clock_inputs [all_inputs -no_clocks]
set_input_delay [expr $clk_period * $clk_io_pct] -clock clk0 $non_clock_inputs
set_output_delay [expr $clk_period * $clk_io_pct] -clock clk0 [all_outputs]
==> flow_summary.html <==
<!-- implementation run metrics -->
<table>
<tr><th>Metric</th><th>Value</th></tr>
<tr><th colspan="2">Outcome</th></tr>
<tr><td>Outcome</td><td>finished with violations</td></tr>
<tr><td>Failing checks</td><td>negative setup slack</td></tr>
<tr><th colspan="2">Timing</th></tr>
<tr><td>Count of final hold-check violations</td><td>0</td></tr>
<tr><td>Unrepaired setup endpoints after global routing</td><td>true</td></tr>
<tr><td>PnR worst setup slack</td><td>-0.0346 ns</td></tr>
<tr><td>Fmax</td><td>between 600 and 700 MHz</td></tr>
<tr><td>Final critical path time including I/O delays and setup</td><td>roughly 1.5 ns</td></tr>
<tr><td>Total count of max-transition violations in the final report</td><td>0</td></tr>
<tr><td>Pin slew with the least headroom to its limit</td><td>between 0.1 and 0.15 ns</td></tr>
<tr><td>Post-Route Hold Slack</td><td>1.08 ns</td></tr>
<tr><td>Fin Setup TNS</td><td>-0.0479 ns</td></tr>
<tr><td>Worst slew margin relative to its limit</td><td>between 90 and 100%</td></tr>
<tr><td>Number of failing setup endpoints in the final timing report</td><td>3</td></tr>
<tr><td>Fin crit share</td><td>102%</td></tr>
<tr><th colspan="2">Die</th></tr>
<tr><td>Area of the die</td><td>approximately 9000 um2</td></tr>
<tr><td>Core ar.</td><td>roughly 5200 um2</td></tr>
<tr><td>Number of rows in the core area</td><td>26</td></tr>
<tr><td>Die span in y</td><td>about 94 um</td></tr>
<tr><td>Floorplan core density</td><td>between 15 and 20%</td></tr>
<tr><td>Ports placed on the boundary</td><td>162</td></tr>
<tr><td>Die Span X</td><td>~94 um</td></tr>
<tr><th colspan="2">Setup path</th></tr>
<tr><td>Crit start category</td><td>input port</td></tr>
<tr><td>CP Data Arrival Time</td><td>between 1 and 1.5 ns</td></tr>
<tr><td>Data required time of the worst path</td><td>roughly 1.2 ns</td></tr>
<tr><td>CP Capture Type</td><td>primary output</td></tr>
<tr><td>Kind of critical path</td><td>input port to primary output</td></tr>
<tr><td>Critical Path Fanout Max</td><td>6</td></tr>
<tr><th colspan="2">Placed design</th></tr>
<tr><td>Total placed cells including tap cells</td><td>between 200 and 300</td></tr>
<tr><td>Count of input and output buffers</td><td>approximately 160</td></tr>
<tr><td>DP Wirelength</td><td>about 5.0 mm</td></tr>
<tr><td>Routability cong.</td><td>0.831</td></tr>
<tr><td>Post-placement setup slack</td><td>-0.640 ns</td></tr>
<tr><th colspan="2">Power</th></tr>
<tr><td>Sequential power share</td><td>0%</td></tr>
<tr><td>Internal power consumption</td><td>about 0.00042 W</td></tr>
<tr><td>Switching Share</td><td>24.8%</td></tr>
<tr><td>Logic gate share of total power</td><td>~100%</td></tr>
<tr><td>Clock power share</td><td>0%</td></tr>
<tr><td>Overall Power</td><td>0.000560 W</td></tr>
<tr><td>Total power divided by cell area</td><td>approximately 240 nW/um2</td></tr>
<tr><td>Net switching power of the design</td><td>roughly 0.00014 W</td></tr>
<tr><td>Peak supply drop</td><td>121 uV</td></tr>
<tr><td>Leakage</td><td>approximately 1.1 nW</td></tr>
<tr><th colspan="2">Job</th></tr>
<tr><td>Tool Warnings</td><td>34</td></tr>
<tr><td>Number of violations of the max-capacitance limit</td><td>0</td></tr>
<tr><th colspan="2">Finish</th></tr>
<tr><td>Storage cell area</td><td>0 um2</td></tr>
<tr><td>Share of final-layout standard cells stronger than drive strength 1</td><td>36.9%</td></tr>
<tr><td>Post-route non-filler standard cell count</td><td>around 280</td></tr>
<tr><td>Count of filler cells inserted in the layout</td><td>approximately 540</td></tr>
<tr><td>Number of sequential cells in the layout</td><td>0</td></tr>
<tr><td>Relative area change from synthesis to final layout</td><td>187%</td></tr>
<tr><td>Clkbuf count</td><td>0</td></tr>
<tr><th colspan="2">Clock network</th></tr>
<tr><td>Number of setup buffers added after CTS</td><td>0</td></tr>
<tr><td>Hold_buf cts</td><td>0</td></tr>
<tr><th colspan="2">Global route</th></tr>
<tr><td>Initial antenna violation count</td><td>2</td></tr>
<tr><td>Global-route wire length before repair</td><td>between 8 and 9 mm</td></tr>
<tr><td>Maximum number of pins on one net before global-route repair</td><td>13</td></tr>
<tr><td>Leftover overflow at the end of global routing</td><td>0</td></tr>
<tr><td>Vias in the first global route</td><td>1371</td></tr>
<tr><td>Overall track demand over capacity in global routing</td><td>12.3%</td></tr>
<tr><th colspan="2">Synth</th></tr>
<tr><td>Number of cells in Yosys stat</td><td>39</td></tr>
<tr><td>Gate count of the mapped netlist</td><td>39</td></tr>
<tr><td>Area fraction in full adders, half adders and majority gates</td><td>0%</td></tr>
<tr><td>Xor/xnor cell area share of the yosys netlist</td><td>0%</td></tr>
<tr><td>Simple logic cell fraction of the synthesized area</td><td>0%</td></tr>
<tr><td>Area fraction in compound gates</td><td>0%</td></tr>
<tr><td>Cell area leaders</td><td>sky130_fd_sc_hd__mux4_2, sky130_fd_sc_hd__buf_12, sky130_fd_sc_hd__mux4_1</td></tr>
<tr><td>Dominant non-sequential cell family after synthesis</td><td>multiplexers</td></tr>
<tr><td>Top-area cell share</td><td>between 80% and 90%</td></tr>
<tr><td>Synth warn</td><td>5</td></tr>
<tr><td>Biggest area consumer among synthesized cells</td><td>sky130_fd_sc_hd__mux4_2</td></tr>
<tr><td>Share of cell area taken by muxes after synthesis</td><td>between 80% and 90%</td></tr>
<tr><td>Area of the mapped netlist</td><td>approximately 810 um2</td></tr>
<tr><td>Sequential cell area fraction in the yosys report</td><td>0%</td></tr>
<tr><td>Unique cell types</td><td>5</td></tr>
<tr><td>Yosys Chip Area</td><td>slightly above 800 um2</td></tr>
<tr><td>Mapped Avg Cell Area</td><td>roughly 21 um2</td></tr>
<tr><th colspan="2">Drt</th></tr>
<tr><td>Post-DR vias/cell</td><td>between 4 and 5</td></tr>
<tr><td>Avg WL per Cell</td><td>slightly above 20 um</td></tr>
<tr><td>First drt pass iteration count</td><td>4</td></tr>
<tr><td>Count of nets left with antenna violations after detail routing</td><td>0</td></tr>
<tr><td>Post-detailed-route DRC marker count</td><td>0</td></tr>
<tr><td>Violation tally from detailed-route iteration zero</td><td>9</td></tr>
<tr><td>Routed vias</td><td>1180</td></tr>
<tr><td>Total wire length after detailed routing</td><td>~5.7 mm</td></tr>
<tr><th colspan="2">Worst hold path</th></tr>
<tr><td>Worst Hold Class</td><td>input port to primary output</td></tr>
</table>
==> logic make-up after synthesis <==
logic type / count (synthesis)
buf+inv: 7
mux: 32
==> cells in the mapped netlist <==
| cell type | count |
|---|---|
| sky130_fd_sc_hd__mux4_1 | 2 |
| sky130_fd_sc_hd__buf_6 | 1 |
| sky130_fd_sc_hd__mux4_2 | 30 |
| sky130_fd_sc_hd__buf_2 | 3 |
| sky130_fd_sc_hd__buf_12 | 3 |
==> per-layer routing <==
metal	vias up	global-route usage, %	part of all wire, %
met1	543	14.0	37
met4	0	0.633	0.51
met5	-	0	0
met2	94	21.6	50
met3	2	5.90	13
li1	541	-	-
==> cell usage in the layout, fill, tap and decap left out <==
master | netlist | routed
sky130_fd_sc_hd__buf_2 | 3 | 33
sky130_fd_sc_hd__bufbuf_16 | 0 | 1
sky130_fd_sc_hd__diode_2 | 0 | 2
sky130_fd_sc_hd__mux4_2 | 30 | 32
sky130_fd_sc_hd__dlygate4sd2_1 | 0 | 128
sky130_fd_sc_hd__buf_12 | 3 | 3
sky130_fd_sc_hd__buf_16 | 0 | 5
sky130_fd_sc_hd__buf_6 | 1 | 1
==> worst paths after layout <==
check,startpoint,endpoint,slack (ns),depth (start not counted)
setup / recovery,controle[0],saida[5],-0.03,4
hold / removal,ter_entrada[4],saida[4],1.08,3
==> layout make-up <==
class,count,area [um2],area share [%]
repair buffers,171,1530,65.3
multi-input cells,32,721,30.8
well taps,70,87.6,3.74
diodes,2,5.00,0.214
==> critical path, stage by stage <==
cell and delay (ns):
sky130_fd_sc_hd__buf_16 0.13, sky130_fd_sc_hd__buf_12 0.13, sky130_fd_sc_hd__mux4_2 0.53, sky130_fd_sc_hd__buf_2 0.14
==> per-stage QoR <==
step	utilization, %	area (um2)
6_report	45.0	2340
5_1_grt	45.0	2340
4_1_cts	44.9	2340
3_5_place_dp	48.0	2500
3_3_place_gp	48.0	2500
2_1_floorplan	-	815
==> power by group through the flow <==
| stage | combinational (W) | sequential (W) | clock, W |
|---|---|---|---|
| after global routing | 0.000610 | 0 | 0.000000000178 |
| final | 0.000560 | 0 | 0.000000000178 |
| after CTS | 0.000576 | 0 | 0 |
==> repair_timing <==
action                                  CTS  global route
gates cloned                              5             0
endpoints found under the setup margin   32            29
gates resized                           242             0
Power figures rest on the tool's default switching activity, not on a simulated workload.
