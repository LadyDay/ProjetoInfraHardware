==> design/flow/design.v <==
module MUX_TRES_IN (
	input[31:0] prm_entrada,
	input[31:0] seg_entrada,
	input[31:0] ter_entrada,
	input[1:0] controle,
	output[31:0] saida
);
always_comb 
begin
	case(controle)
		2'b00: saida = prm_entrada;
		2'b01: saida = seg_entrada;
		2'b10: saida = ter_entrada;
		default: saida = prm_entrada;
	endcase
end
endmodule: MUX_TRES_IN 
==> design/flow/run.sh <==
#!/bin/bash
# OpenROAD 26Q1-2900-gdf79404cd8, Yosys 0.63+post, stock flow scripts
make -C /OpenROAD-flow-scripts/flow DESIGN_CONFIG=/design/flow/config.mk WORK_HOME=/design/flow/orfs finish
==> design/flow/config.mk <==
export PLATFORM = sky130hd
export DESIGN_NAME = MUX_TRES_IN
export DESIGN_NICKNAME = MUX_TRES_IN
export VERILOG_FILES = /design/flow/design.v
export SDC_FILE = /design/flow/constraint.sdc
export NUM_CORES = 4
export LEC_CHECK = 1
export CORE_AREA = 10 10 78 78
export DIE_AREA = 0 0 88 88
==> design/flow/constraint.sdc <==
current_design MUX_TRES_IN

set clk_period 3.1
set clk_io_pct 0.2

create_clock -name clk0 -period $clk_period

set non_clock_inputs [all_inputs -no_clocks]
set_input_delay [expr $clk_period * $clk_io_pct] -clock clk0 $non_clock_inputs
set_output_delay [expr $clk_period * $clk_io_pct] -clock clk0 [all_outputs]
==> GITHUB_STEP_SUMMARY <==
### Metrics collected by this job

| Metric | Value |
|---|---|
| Result of the run | `complete, no violations` |
| Yosys chip area | `637 um2` |
| Die Area | `0.00774 mm2` |
| Number of cells upsized or downsized after cts | `0` |
| Dpl hpwl | `just under 4 mm` |
| Cell type of the slowest stage on the worst timing path | `sky130_fd_sc_hd__clkdlybuf4s50_1` |
| Min-delay worst type | `in2out` |
| Tightest Pin Transition | `196 ps` |
| Total wire length | `between 4 and 5 mm` |
| Setup Viol. Count Final | `0` |
| Detailed router's first-iteration violation count | `approximately 66` |
| Cell area after synthesis | `637 um2` |
| Required time reported for the critical path endpoint | `2480 ps` |
| Hold Crit Start | `prm_entrada[14]` |
| Element type at the critical path start | `input port` |
| Count of clock buffers in the final design | `0` |
| Maximum fanout along the worst path | `36` |
| Utilization of the core after routing | `45.7%` |
| Critical path class | `in2out` |
| Count of flip-flops and latches | `0` |
| Category of the worst setup path capture point | `output pin` |
| Largest net degree at the start of global routing | `37` |
| Number of pins with negative max-slew slack in the final report | `0` |
| Yosys cell count | `113` |
| Most area-consuming cells after synthesis | `sky130_fd_sc_hd__a22oi_1 (38%), sky130_fd_sc_hd__o21ai_1 (24%), sky130_fd_sc_hd__nand2_1 (19%)` |
| Detailed-route via count | `1260` |
| Final hold violation count | `0` |
| Total iterations of the first detailed-routing run | `4` |
| Internal power | `about 0.00023 W` |
| WHS Path Cells | `4` |
| Via count of the first global-routing pass | `1257` |
| Cell leakage power | `approximately 0.74 nW` |
| Core Box Area | `about 0.0044 mm2` |
| Tmin final | `2960 ps` |
| Remaining max-slew budget at the tightest pin | `between 80% and 90%` |
| Cell accounting for the most synthesized area | `sky130_fd_sc_hd__a22oi_1` |
| Die Width | `88 um` |
| Most Frequent Cell on Critical Path | `sky130_fd_sc_hd__clkdlybuf4s50_1` |
| Standard-cell rows | `24` |
| Power density over the cells | `159 mW/mm2` |
| Per-cell routed wire length | `15.6 um` |
| I/O Pins | `approximately 130` |
| Share of total power in sequential cells | `0%` |
| Number of warnings reported in the yosys synthesis log | `5` |
| Layout Area Growth over Synthesis | `217%` |
| Arrival time at the worst endpoint | `between 2000 and 2500 ps` |
| Register cell area after layout | `0 um2` |
| Upper clock frequency limit | `around 340 MHz` |
| Vias per cell | `4.38` |
| Slowest cell delay on critical path | `500 ps` |
| Part of the power in the clock network | `0%` |
| Distinct cell type count of the synthesized netlist | `8` |
| First-pass GRT wire length | `6.65 mm` |
| Fraction of final layout cells with drive strength greater than 1 | `roughly 3.0%` |
| Sw Ratio | `around 28%` |
| PnR Total Power | `0.000320 W` |
| Total global routing track utilization | `10.4%` |
| Setup bufs post-CTS | `0` |
| Sequence of cells on the critical path | `clkdlybuf4s50_1, inv_1, ha_2, buf_12, nand2_1, o21ai_1, clkdlybuf4s50_1` |
| Number of nets still failing antenna checks after routing | `0` |
| Cts hold-fix bufs | `0` |
| Number of antenna repair diodes | `0` |
| Mean Syn Cell Area | `5.64 um2` |
| Sequential fraction of the synthesis area | `0%` |
| Number of OpenROAD warnings | `33` |
| Total negative setup slack | `0 ps` |
| Routability-driven placement congestion ratio | `about 0.8` |
| Final period util | `~96%` |
| Yosys top cell area share | `37.7%` |
| Die Y-Extent | `88 um` |
| Hold WS | `~2100 ps` |
| DRC violation count after routing | `0` |
| Number of antenna violations at the first check in global routing | `0` |
| Instance tally after logic synthesis | `roughly 110` |
| RSZ-0062 raised after global routing | `false` |
| Count of maximum capacitance violations | `0` |
| Floorplan-stage core utilization | `14.4%` |
| Filler instances | `roughly 420` |
| Worst setup startpoint | `controle[0]` |
| Worst IR drop on VDD | `77.9 uV` |
| Power share of the combinational group | `100.0%` |
| Switching component of the power | `around 0.000090 W` |
| Total congestion overflow | `0` |
| Number of buffers inserted by port buffering | `130` |
## power by group through the flow
stage     combinational, W  sequential (W)  clock (W)
4_1_cts           0.000325               0          0
5_1_grt           0.000348               0          0
6_report          0.000320               0          0
## metrics by stage
step,worst slack [ps],cell area [um2],instances
finish,139,2020,288
global route,18.2,2020,288
CTS,126,2020,288
detailed placement,133,2020,288
global placement,128,2020,288
floorplan,1160,637,113
## layout make-up
cell class / count / area (um2) / area share, %
repair buffers: 136 / 1400 / 69.2
multi-input cells: 98 / 548 / 27.2
well taps: 52 / 65.1 / 3.23
inverters: 2 / 7.51 / 0.372
## cells in the final DEF, fill, tap and decap left out
cell	netlist	routed
sky130_fd_sc_hd__ha_2	0	1
sky130_fd_sc_hd__o21ai_1	30	30
sky130_fd_sc_hd__buf_4	0	2
sky130_fd_sc_hd__o21ai_0	2	2
sky130_fd_sc_hd__clkdlybuf4s50_1	0	130
sky130_fd_sc_hd__inv_1	2	2
sky130_fd_sc_hd__nand2_1	32	32
sky130_fd_sc_hd__ha_1	2	1
sky130_fd_sc_hd__a22oi_1	32	32
sky130_fd_sc_hd__buf_12	0	4
## worst max-delay path: cells and delay by family
family / cells / cell delay [ps]
adder cells (fa/ha/maj): 1 / 360
buffers and inverters: 4 / 1220
AND-OR/OR-AND: 1 / 70
AND/OR/NAND/NOR: 1 / 60
## cell families (layout without fill, tap and decap cells)
logic type / count (synthesis) / after routing / synth area share [%]
fa+ha+maj: 2 / 2 / 3.93
compound gates: 64 / 64 / 62.9
simple gates: 32 / 32 / 18.9
buf+inv: 15 / 138 / 14.3
## synthesized netlist by cell type
cell                      count
sky130_fd_sc_hd__inv_1        2
sky130_fd_sc_hd__ha_1         2
sky130_fd_sc_hd__nand2_1     32
sky130_fd_sc_hd__buf_2       10
sky130_fd_sc_hd__o21ai_0      2
sky130_fd_sc_hd__buf_6        3
sky130_fd_sc_hd__a22oi_1     32
sky130_fd_sc_hd__o21ai_1     30
## final timing paths
path / to
hold / removal: saida[14]
setup / recovery: saida[23]
## layer usage
metal / up-vias / global-route usage (%) / routed length, um
met2: 83 / 18.8 / 2100
met3: 0 / 4.21 / 601
met1: 509 / 12.0 / 1790
met4: 0 / 0 / 0
met5: - / 0 / 0
li1: 668 / - / -
Power and IR drop assume default switching activity.
